===== flow/config.mk =====
export PLATFORM = sky130hd
export DESIGN_NAME = ula
export DESIGN_NICKNAME = ula
export VERILOG_FILES = /design/flow/design.v
export SDC_FILE = /design/flow/constraint.sdc
export NUM_CORES = 4
export LEC_CHECK = 1
export CORE_UTILIZATION = 50

===== flow/constraint.sdc =====
current_design ula

set clk_period 2.5
set clk_io_pct 0.2

create_clock -name clk0 -period $clk_period [get_ports {clk14}]

set non_clock_inputs [all_inputs -no_clocks]
set_input_delay [expr $clk_period * $clk_io_pct] -clock clk0 $non_clock_inputs
set_output_delay [expr $clk_period * $clk_io_pct] -clock clk0 [all_outputs]

===== flow/design.v =====
`timescale 1ns / 1ps
module ula(
    input clk14,			 
    input [15:0] a,		 
    input [7:0] din,		 
	 output [7:0] dout,	 
    input mreq_n,			 
    input iorq_n,			 
    input rd_n,			 
    input wr_n,			 
	 input rfsh_n,			 
	 output clkcpu,		 
	 output msk_int_n,	 
    output [13:0] va,	  
	 input [7:0] vramdout, 
	 output [7:0] vramdin, 
    output vramoe,		  
    output vramcs,		  
    output vramwe,		  
    input ear,				    
    output mic,			    
    output spk,             
	 output [7:0] kbrows,    
    input [4:0] kbcolumns,	 
    output r,				 
    output g,				 
    output b,				 
    output i,				 
    output hs,
    output vs,
    output csync			 
    );
	assign hs = HSync_n;
	assign vs = VSync_n;
	reg [2:0] BorderColor = 3'b100;
	reg clk7 = 0;
	always @(posedge clk14)
		clk7 <= !clk7;
	reg [8:0] hc = 0;
	always @(posedge clk7) begin
		if (hc==447)
			hc <= 0;
		else
			hc <= hc + 1;
	end
	reg [8:0] vc = 0;
	always @(posedge clk7) begin
		if (hc==447) begin
			if (vc == 311)
				vc <= 0;
			else
				vc <= vc + 1;
		end
	end
	reg HBlank_n = 1;
	always @(negedge clk7) begin
		if (((hc)==(320)))
			HBlank_n <= 0;
		else if (((hc)==(415+1)))
			HBlank_n <= 1;
	end
	reg HSync_n = 1;
	always @(negedge clk7) begin
		if (((hc)==(344)))
			HSync_n <= 0;
		else if (((hc)==(375+1)))
			HSync_n <= 1;
	end
	reg VBlank_n = 1;
	always @(negedge clk7) begin
		if (((vc)==(248)))
			VBlank_n <= 0;
		else if (((vc)==(255+1)))
			VBlank_n <= 1;
	end
	reg VSync_n = 1;
	always @(negedge clk7) begin
		if (((vc)==(248)))
			VSync_n <= 0;
		else if (((vc)==(251+1)))
			VSync_n <= 1;
	end
	reg INT_n = 1;
	assign msk_int_n = INT_n;
	always @(negedge clk7) begin
		if (((vc)==(248)) && ((hc)==(0)))
			INT_n <= 0;
		else if (((vc)==(248)) && ((hc)==(31+1)))
			INT_n <= 1;
	end
	reg Border_n = 1;
	always @(negedge clk7) begin
		if ( (vc[7] & vc[6]) | vc[8] | hc[8])
			Border_n <= 0;
		else
			Border_n <= 1;
	end
	reg VidEN_n = 1;
	always @(negedge clk7) begin
		if (hc[3])
			VidEN_n <= !Border_n;
	end
	reg DataLatch_n = 1;
	always @(negedge clk7) begin
		if (hc[0] & !hc[1] & Border_n & hc[3])
			DataLatch_n <= 0;
		else
			DataLatch_n <= 1;
	end
	reg AttrLatch_n = 1;
	always @(negedge clk7) begin
		if (hc[0] & hc[1] & Border_n & hc[3])
			AttrLatch_n <= 0;
		else
			AttrLatch_n <= 1;
	end
	reg SLoad = 0;
	always @(negedge clk7) begin
		if (!hc[0] & !hc[1] & hc[2] & !VidEN_n)
			SLoad <= 1;
		else
			SLoad <= 0;
	end
	reg AOLatch_n = 1;
	always @(negedge clk7) begin
		if (hc[0] & !hc[1] & hc[2])
			AOLatch_n <= 0;
		else
			AOLatch_n <= 1;
	end
	reg [7:0] BitmapReg = 0;
	always @(negedge DataLatch_n) begin
		BitmapReg <= vramdout;
	end
	reg [7:0] SRegister = 0;
	always @(negedge clk7) begin
		if (SLoad)
			SRegister <= BitmapReg;
		else
			SRegister <= {SRegister[6:0],1'b0};
	end
	reg [7:0] AttrReg = 0;
	always @(negedge AttrLatch_n) begin
		AttrReg <= vramdout;
	end
	reg [7:0] AttrOut = 0;
	always @(negedge AOLatch_n) begin
		if (!VidEN_n)
			AttrOut <= AttrReg;
		else
			AttrOut <= {2'b00,BorderColor,BorderColor};
	end
	reg [4:0] FlashCnt = 0;
	always @(negedge VSync_n) begin
		FlashCnt <= FlashCnt + 1;
	end
	wire Pixel = SRegister[7] ^ (AttrOut[7] & FlashCnt[4]);
	reg rI,rG,rR,rB;
	assign r = rR;
	assign g = rG;
	assign b = rB;
	assign i = rI;
	always @(*) begin
		if (HBlank_n && VBlank_n)
			{rI,rG,rR,rB} = (Pixel)? {AttrOut[6],AttrOut[2:0]} : {AttrOut[6],AttrOut[5:3]};
		else
			{rI,rG,rR,rB} = 4'b0000;
	end
	assign csync = HSync_n & VSync_n;
	reg [13:0] rVA = 0;
	reg rVCS = 0;
	reg rVOE = 0;
	reg rVWE = 0;
	assign va = rVA;
	assign vramcs = rVCS;
	assign vramoe = rVOE;
	assign vramwe = rVWE;
	reg [8:0] v = 0;
	reg [8:0] c = 0;
	always @(negedge clk7) begin
		if (Border_n && (hc[3:0]==4'b0111 || hc[3:0]==4'b1011)) begin	 
			c <= hc;
			v <= vc;
		end
	end
	always @(*) begin
		if (Border_n && (hc[3:0]==4'b1000 || hc[3:0]==4'b1001 || hc[3:0]==4'b1100 || hc[3:0]==4'b1101)) begin	 
			rVA = {1'b0,v[7:6],v[2:0],v[5:3],c[7:3]};						 
			rVCS = 1;
			rVOE = !hc[0];
			rVWE = 0;
		end
		else if (Border_n && (hc[3:0]==4'b1010 || hc[3:0]==4'b1011 || hc[3:0]==4'b1110 || hc[3:0]==4'b1111)) begin	 
			rVA = {4'b0110,v[7:3],c[7:3]};										 
			rVCS = 1;
			rVOE = !hc[0];
			rVWE = 0;
		end
		else if (Border_n && hc[3:0]==4'b0000) begin
			rVA = a[13:0];
			rVCS = 0;
			rVOE = 0;
			rVWE = 0;
		end
		else begin	 
			rVA = a[13:0];
			rVCS = !a[15] & a[14] & !mreq_n;
			rVOE = !rd_n;
			rVWE = !wr_n;
		end
	end
	reg CPUClk = 0;
	assign clkcpu = !CPUClk;
	reg ioreqtw3 = 0;
	reg mreqt23 = 0;
	wire ioreq_n = a[0] | iorq_n;
	wire Nor1 = (~(a[14] | ~ioreq_n)) | 
	            (~(~a[15] | ~ioreq_n)) | 
					(~(hc[2] | hc[3])) | 
					(~Border_n | ~ioreqtw3 | ~CPUClk | ~mreqt23);
	wire Nor2 = (~(hc[2] | hc[3])) | 
	            ~Border_n |
					~CPUClk |
					ioreq_n |
					~ioreqtw3;
	wire CLKContention = ~Nor1 | ~Nor2;
	always @(posedge clk7) begin	 
		if (CPUClk && !CLKContention)    
			CPUClk <= 0;
		else
			CPUClk <= 1;
	end	
	always @(posedge CPUClk) begin
		ioreqtw3 <= ioreq_n;
		mreqt23 <= mreq_n;
	end
	assign dout = (!a[15] & a[14] & !mreq_n)? vramdout :  
	              (!iorq_n & !a[0])?          {1'b1,ear,1'b1,kbcolumns} :	 
					  (Border_n)?                  AttrReg :   
					                              8'hFF;      
	assign vramdin = din;		 
	assign kbrows = {a[11]? 1'bz : 1'b0,	 
						  a[10]? 1'bz : 1'b0,	 
						  a[9]?  1'bz : 1'b0,	 
						  a[12]? 1'bz : 1'b0,
						  a[13]? 1'bz : 1'b0,
						  a[8]?  1'bz : 1'b0,
						  a[14]? 1'bz : 1'b0,
						  a[15]? 1'bz : 1'b0 };
	reg rMic = 0;
	reg rSpk = 0;
	assign mic = rMic;
	assign spk = rSpk;
	always @(negedge clk7) begin
		if (!iorq_n & !a[0] & !wr_n)
			{rSpk,rMic,BorderColor} <= din[5:0];
	end
endmodule

===== flow/run.sh =====
#!/bin/bash
# OpenROAD 26Q1-2900-gdf79404cd8, Yosys 0.63+post, stock flow scripts
make -C /OpenROAD-flow-scripts/flow DESIGN_CONFIG=/design/flow/config.mk WORK_HOME=/design/flow/orfs finish

==> results.py <==
# Physical implementation metrics
metrics = {
    "synthesis": {
        "yosys_warnings": 9,
        "synth-main-ff-cell": "dfxtp_1",
        "synth_area_sq_mm": 0.00362,
        "edf_count": 28,
        "yosys_register_bits": 88,
        "yosys-stat-area_sq_mm": 0.00362,
        "ys_seq_share_pct": 56.5,
        "postSynthAreaPerCell_sq_um": 10.9,
        "ys_cells": 333,
        "synth_cell_types": 51,
        "syn_inst": 333,
        "ys_async_sr_fraction_pct": 0,
    },
    "final_layout": {
        "fin_util_pct": 65.6,
        "synthToLayoutAreaGrowth_pct": 25.4,
        "comb_area_sq_mm": 0.00137,
        "drive_above_1_share_pct": 8.82,
        "regArea_sq_mm": 0.00204,
        "finalNonFillerCells": 504,
        "mostFrequentLayoutCells": "71 x clkdlybuf4s50_1, 60 x dfxtp_1, 28 x edfxtp_1, 26 x inv_1, 21 x nand2_1",
        "finalInstanceArea_sq_mm": 0.00453,
        "lay_top_count": "clkdlybuf4s50_1",
        "fillCellCount": 577,
    },
    "global_routing": {
        "grt_pass1_vias": 2387,
        "grt_use_met1_pct": 32.3,
        "gr-usage-met2_pct": 35.1,
        "grt.busiest_layer": "met2",
        "grt_max_degree": 38,
        "grt_pass1_wl_microns": 11600,
        "antenna_found_initial": 0,
        "grtUsageTotal_pct": 20.5,
        "grt_overflow": 0,
        "met3_usage_pct": 1.54,
    },
    "die": {
        "fp_util_pct": 52.4,
        "rows": 30,
        "core-area_sq_mm": 0.00691,
        "dieArea_sq_mm": 0.00758,
        "dieHeight_microns": 87.0,
        "fp.dieW_microns": 87.0,
        "io_pins": 96,
    },
    "sta": {
        "setup_viol": 0,
        "rsz0062_at_grt": "no",
        "skew_ps": 0,
        "untimed_endpoints": 126,
        "fmax_mhz": 417,
        "tightest_slew_ps": 836,
        "hold_viol_final": 0,
        "min_period_ps": 2400,
        "slew_headroom_pct": 43.8,
        "unclocked_regs": 87,
        "finalCritPeriodShare_pct": 96.0,
        "layout_setup_ws_ps": 100,
        "maxSlewViolCount": 0,
    },
    "setup_path": {
        "start_kind": "input port",
        "crit_chain": "clkdlybuf4s50_1 > nor2_1 > buf_4 > inv_6 > nand3_2 > o22a_1 > clkdlybuf4s50_1",
        "end_kind": "output pin",
        "critPathLaunch": "a[0]",
        "crit_fanout": 5,
        "reg2reg_from": "clk7$_DFF_P_",
        "reg2reg_depth": 1,
        "crit_path_frequent_cell": "clkdlybuf4s50_1",
        "reg2reg_setup_slack_ps": 1570,
        "worstSetupPathType": "input port to output pin",
        "worst-endpoint-arrival_ps": 1900,
        "required_ps": 2000,
        "crit_path_max_incr_delay_ps": 470,
        "cp_slowest_cell": "clkdlybuf4s50_1",
    },
    "detailed_routing": {
        "dr.pass1.iters": 4,
        "drc": 0,
        "wire_per_inst_microns": 13.9,
        "drt-total-wl_microns": 7000,
        "antenna_cells": 0,
        "drt_iter0_drc": 69,
        "via_per_inst": 5.10,
        "num_vias": 2569,
        "ant_nets": 0,
    },
    "power": {
        "p_sw_share_pct": 23.3,
        "combinationalPowerShare_pct": 87.4,
        "intPower_w": 0.000123,
        "power_leakage_nw": 1.79,
        "vdd_ir_drop_max_v": 0.0000690,
        "seq_power_share_pct": 12.6,
        "power_density_mw_per_mm2": 35.4,
        "p_switching_w": 0.0000373,
        "clockPowerShare_pct": 0,
    },
    "status": {
        "status": "finished, final reports clean",
    },
    "flow_run": {
        "drv_cap": 0,
        "warnings": 34,
    },
    "placement": {
        "placedCellCount": 499,
        "routabilityCongestion": 0.855,
        "place_ws_ps": -233,
        "io_buffers": 80,
        "place_area_sq_mm": 0.00447,
        "hpwl_microns": 5620,
    },
    "hold_path": {
        "hold_path.class": "flop to flop",
        "hold_depth": 1,
        "holdCritStartpoint": "clk7$_DFF_P_",
    },
    "clocking": {
        "insertion_delay_ps": 0,
        "clk_pin_slew_ps": 0,
    },
}
[cell families after synthesis]
| logic type | Yosys count | share of synthesized area [%] |
|---|---|---|
| other | 1 | 0.104 |
| AND/OR/NAND/NOR | 101 | 15.3 |
| adder cells (fa/ha/maj) | 7 | 2.42 |
| flip-flops | 88 | 56.5 |
| XOR/XNOR | 11 | 2.66 |
| buffers and inverters | 53 | 7.27 |
| multiplexers | 21 | 6.47 |
| AND-OR/OR-AND | 51 | 9.34 |
[power by group through the flow]
stage                 logic [W]  clock network, W  registers [W]
after global routing   0.000152                 0      0.0000202
final                  0.000140                 0      0.0000202
after CTS              0.000138                 0      0.0000202
[registers in the layout, summed over array words and instances, names as in the netlist, 3 cells and up]
| register | count |
|---|---|
| c | 5 |
| vc | 9 |
| BitmapReg | 8 |
| AttrOut | 8 |
| AttrReg | 8 |
| hc | 9 |
| SRegister | 8 |
| BorderColor | 3 |
| v | 8 |
| FlashCnt | 5 |
[timing repair]
| item | in CTS | in global routing |
|---|---|---|
| resized | 21 | 0 |
| gates cloned | 1 | 0 |
| setup buffers | 1 | 3 |
| setup endpoints to repair | 9 | 1 |
| hold buffers | 0 | 0 |
| pin swaps | 6 | 1 |
[worst paths after layout]
path                   to
max               dout[7]
max reg2reg  clk7$_DFF_P_
min          clk7$_DFF_P_
min reg2reg  clk7$_DFF_P_
[per-layer routing]
| layer | up-vias | part of all wire (%) |
|---|---|---|
| li1 | 1296 | - |
| met1 | 1229 | 46 |
| met2 | 44 | 51 |
| met3 | 0 | 3.3 |
| met4 | 0 | 0 |
| met5 | - | 0 |
[final cells by class]
class,count,share of cell area [%]
inverters,27,2.35
well taps,96,2.65
flip-flops and latches,88,45.0
repair buffers,94,19.7
multi-input cells,199,30.2
[through the flow]
stage | hold WS [ps] | setup TNS, ps | power, W
after floorplan | 1010 | 0 | 0.0000564
after global placement | 679 | -1210 | 0.000156
after detailed placement | 695 | -1270 | 0.000156
after CTS | 699 | 0 | 0.000158
after global routing | 749 | 0 | 0.000173
final | 660 | 0 | 0.000160
[critical path: cells and delay by family]
kind / cells / cell delay [ps]
compound gates: 1 / 190
buf+inv: 4 / 1080
simple gates: 2 / 130
[cells in the mapped netlist, types with 3 or more instances]
| cell | count | share of area, % |
|---|---|---|
| o31ai_1 | 7 | 1.5 |
| nor2b_1 | 7 | 1.2 |
| inv_1 | 26 | 2.7 |
| buf_2 | 3 | 0.42 |
| mux2_1 | 11 | 3.4 |
| nor2_1 | 20 | 2.1 |
| clkbuf_1 | 6 | 0.62 |
| and4_1 | 3 | 0.73 |
| xor2_1 | 5 | 1.2 |
| or3_1 | 5 | 0.87 |
| nand2_1 | 21 | 2.2 |
| edfxtp_1 | 28 | 23 |
| mux2_2 | 8 | 2.5 |
| nand3_1 | 14 | 1.9 |
| o21ai_0 | 15 | 2.1 |
| dfxtp_1 | 60 | 33 |
| and3_1 | 4 | 0.69 |
| buf_4 | 16 | 3.3 |
| ha_1 | 7 | 2.4 |
| nor3_1 | 10 | 1.4 |
| nor4_2 | 3 | 1.0 |
| o211ai_1 | 3 | 0.62 |
| a21oi_1 | 7 | 0.97 |
| xnor2_1 | 6 | 1.5 |
| o22a_1 | 4 | 0.97 |
Power and IR drop assume default switching activity.
